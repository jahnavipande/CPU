==> ./config.mk <==
export PLATFORM = sky130hd
export DESIGN_NAME = cpu
export DESIGN_NICKNAME = cpu
export VERILOG_FILES = /design/flow/design.v
export SDC_FILE = /design/flow/constraint.sdc
export NUM_CORES = 4
export LEC_CHECK = 1
export CORE_UTILIZATION = 30
==> ./constraint.sdc <==
current_design cpu

set clk_period 17.5
set clk_io_pct 0.2

create_clock -name clk0 -period $clk_period [get_ports {clk}]

set non_clock_inputs [all_inputs -no_clocks]
set_input_delay [expr $clk_period * $clk_io_pct] -clock clk0 $non_clock_inputs
set_output_delay [expr $clk_period * $clk_io_pct] -clock clk0 [all_outputs]
==> ./design.v <==
module regfile ( input [4:0] rs1,      
                 input [4:0] rs2,      
                 input [4:0] rd,       
                 input we,             
                 input [31:0] wdata,   
                 output [31:0] rv1,    
                 output [31:0] rv2,    
                 input clk,             
                 output [32*32-1:0] registers   
            );
    reg [31:0] internalRegisters [0:31];
    reg [31:0] rv1_r, rv2_r;
    integer i;
    initial begin
        for (i=0;i<32;i=i+1)
            internalRegisters[i] = 32'b0;
    end
     assign registers = {internalRegisters[31], internalRegisters[30], internalRegisters[29], internalRegisters[28], internalRegisters[27], internalRegisters[26], internalRegisters[25], internalRegisters[24], internalRegisters[23], internalRegisters[22], internalRegisters[21], internalRegisters[20], internalRegisters[19], internalRegisters[18], internalRegisters[17], internalRegisters[16], internalRegisters[15], internalRegisters[14], internalRegisters[13], internalRegisters[12], internalRegisters[11], internalRegisters[10], internalRegisters[9], internalRegisters[8], internalRegisters[7], internalRegisters[6], internalRegisters[5], internalRegisters[4], internalRegisters[3], internalRegisters[2], internalRegisters[1], internalRegisters[0]};
    always @(posedge clk) begin
        if (we == 1'b1) begin
            if(rd == 5'd0)
                internalRegisters[rd] <= 32'd0;
            else
                internalRegisters[rd] <= wdata;
        end
    end
    always @(*) begin
        rv1_r = internalRegisters[rs1];
        rv2_r = internalRegisters[rs2];
    end
    assign rv1 = rv1_r;
    assign rv2 = rv2_r;
endmodule
module cpu (
    input clk, 
    input reset,
    output [31:0] iaddr,
    input [31:0] idata,
    output [31:0] daddr,
    input [31:0] drdata,
    output [31:0] dwdata,
    output [3:0] dwe,
    output [32*32-1:0] registers
);
    parameter load= 7'b0000011,                                                     
    store= 7'b0100011,
    ALU= 7'b0110011,
    ALUI= 7'b0010011,
    LUI= 7'b0110111,
    AUIPC= 7'b0010111,
    JAL= 7'b1101111,
    JALR= 7'b1100111,
    BRANCH= 7'b1100011;
    reg [31:0] iaddr, new_iaddr;
    reg [31:0] daddr;
    reg [31:0] dwdata, wdata;
    reg [3:0]  dwe;
    reg [6:0] opcode;
    reg [2:0] funct3;
    reg [4:0] rd, rs1, rs2;
    reg [0:0] we;
    reg [6:0] imm;
    reg [0:0] flag;
    wire [31:0] rv1, rv2;
    regfile rf(
        .clk(clk),
        .rs1(rs1),
        .rs2(rs2),
        .rd(rd),
        .we(we),
        .wdata(wdata),
        .rv1(rv1),
        .rv2(rv2),
        .registers(registers)
    );
    always @(posedge clk) begin
        if (reset) begin
            iaddr <= 0;
        end else begin 
            if(flag==1) begin
                iaddr <= new_iaddr;
            end
            else begin
                iaddr <= iaddr + 32'd4;
            end
        end
    end
            always @(*) begin
                opcode=idata[6:0];
                rd=idata[11:7];
                funct3=idata[14:12];
                rs1=idata[19:15];
                rs2=idata[24:20];
                imm=idata[31:25];
                if(reset) begin
                    daddr = 0;
                    dwdata = 0;
                    dwe = 0;
                    we=0;
                    new_iaddr=0;
                    flag= 1'b0;
                    wdata=0;
                end else begin
                        case(opcode)
                            load: begin
                                new_iaddr=iaddr;
                                flag= 1'b0;
                                dwdata = 0;
                                dwe = 0;
                                daddr= rv1+{{20{imm[6]}}, imm, rs2};
                                we =1;
                                wdata=0;
                                case(funct3)
                                    3'b000: begin
                                        case(daddr[1:0])
                                            2'b00: wdata= {{24{drdata[7]}}, drdata[7:0]} ;
                                            2'b01: wdata= {{24{drdata[15]}}, drdata[15:8]} ;
                                            2'b10: wdata=  {{24{drdata[23]}}, drdata[23:16]} ;
                                            2'b11: wdata= {{24{drdata[31]}}, drdata[31:24]} ;
                                            default: begin
                                                wdata = 32'b0;
                                                dwdata=0;
                                                dwe = 4'b0;
                                                we =0;
                                                end
                                        endcase
                                    end
                                    3'b001: begin
                                        case(daddr[1:0])
                                            2'b00: wdata= {{16{drdata[15]}}, drdata[15:0]} ;
                                            2'b10: wdata= {{16{drdata[31]}}, drdata[31:16]} ;
                                            default: begin
                                                wdata = 0;
                                                dwe = 4'b0;
                                                we =0;
                                                end
                                        endcase
                                    end
                                    3'b010:wdata=drdata ;
                                    3'b100: begin
                                         case(daddr[1:0])
                                            2'b00: wdata= {24'b0,drdata[7:0]};
                                            2'b01: wdata= {24'b0,drdata[15:8]} ;
                                            2'b10: wdata= {24'b0,drdata[23:16]} ;
                                            2'b11: wdata= {24'b0,drdata[31:24]} ;
                                            default: begin
                                                wdata = 0;
                                                dwe = 0;
                                                we =0;
                                            end
                                        endcase
                                    end
                                    3'b101: begin
                                        case(daddr[1:0])
                                            2'b00: wdata= {16'b0, drdata[15:0]} ;
                                            2'b10: wdata= {16'b0, drdata[31:16]} ;
                                            default: begin
                                                wdata = 0;
                                                dwe = 0;
                                                we =0;
                                                end
                                        endcase
                                    end
                                    default: begin
                                            dwe =0;
                                            we =0;
                                            wdata =0;
                                    end
                                endcase
                            end
                            store: begin
                                new_iaddr=iaddr;
                                flag= 1'b0;
                                daddr= rv1+{{20{imm[6]}}, imm, rd};
                                we = 0;
                                wdata = 0;
                                dwdata=0;
                                case(funct3)
                                    3'b000: begin
                                    dwdata={4{rv2[7:0]}};
                                    case(daddr[1:0])
                                            2'b00: dwe= 4'b0001 ;
                                            2'b01: dwe= 4'b0010 ;
                                            2'b10: dwe= 4'b0100 ;
                                            2'b11: dwe= 4'b1000 ;
                                            default: begin
                                                dwdata = 0;
                                                dwe = 0;
                                                we =0;
                                            end
                                        endcase
                                    end
                                    3'b001: begin
                                        dwdata={2{rv2[15:0]}};
                                        case(daddr[1:0])
                                                2'b00: dwe= 4'b0011 ;
                                                2'b10: dwe= 4'b1100 ;
                                                default: begin
                                                    dwdata = 0;
                                                    dwe = 0;
                                                    we =0;
                                                end
                                            endcase
                                    end
                                    3'b010: begin
                                        dwdata=rv2;
                                        case(daddr[1:0])
                                                2'b00: dwe= 4'b1111 ;
                                                default: begin
                                                    dwdata = 0;
                                                    dwe = 0;
                                                    we =0;
                                                end
                                            endcase
                                    end
                                    default: begin
                                        dwdata = 0;
                                        dwe = 0;
                                        we =0;
                                    end
                                endcase                        
                            end
                            ALU: begin
                                new_iaddr=iaddr;
                                flag= 1'b0;
                                daddr = 0;
                                dwdata = 0;
                                dwe = 0;
                                we=1;
                                case(funct3)
                                3'b000:begin
                                    case(imm)
                                        7'b0000000: wdata= rv1+rv2;
                                        7'b0100000: wdata= rv1-rv2;
                                        default: begin
                                            wdata = 32'b0;                                   
                                            dwe = 0;
                                            we =0;
                                        end
                                    endcase
                                end 
                                3'b001: wdata= rv1<<rv2[4:0];
                                3'b010: begin
                                    if($signed(rv1)<$signed(rv2)) wdata=32'd1;
                                    else wdata=0;
                                end
                                3'b011: begin
                                    if($unsigned(rv1)<$unsigned(rv2)) wdata=32'd1;
                                    else wdata=0;
                                end
                                3'b100: wdata= rv1^rv2;
                                3'b101:begin
                                    case(imm)
                                        7'b0000000: wdata= rv1>>rv2[4:0];
                                        7'b0100000: wdata= rv1>>>rv2[4:0];
                                        default: begin
                                            wdata = 0;
                                            dwe = 0;
                                            we =0;
                                        end
                                    endcase
                                end
                                3'b110: wdata= rv1 | rv2;
                                3'b111: wdata= rv1 & rv2;
                                default: begin
                                        wdata = 0;
                                        dwe = 0;
                                        we =0;         
                                end
                                endcase
                            end
                            ALUI: begin
                                daddr = 0;
                                dwdata = 0;
                                dwe = 0;
                                we= 1;
                                new_iaddr=iaddr;
                                flag= 1'b0;
                                case(funct3)
                                    3'b000: wdata= rv1+{{20{idata[31]}}, idata[31:20]};  
                                    3'b001: wdata= rv1<<rs2;
                                    3'b010: begin
                                        if($signed(rv1)<$signed({{20{idata[31]}}, idata[31:20]})) wdata=32'd1;
                                        else wdata=0;
                                    end
                                    3'b011: begin
                                        if($unsigned(rv1)<$unsigned({{20{idata[31]}}, idata[31:20]})) wdata=32'd1;
                                        else wdata=0;
                                    end
                                    3'b100: wdata= rv1^{{20{idata[31]}}, idata[31:20]};
                                    3'b101:begin
                                        case(imm[6:1])
                                            6'b000000: wdata= rv1>>rs2;
                                            6'b010000: wdata= rv1>>>rs2;
                                            default: begin
                                                wdata = 0;
                                                dwe = 0;
                                                we =0;
                                            end
                                        endcase
                                    end
                                    3'b110: wdata= rv1 | {{20{idata[31]}}, idata[31:20]};
                                    3'b111: wdata= rv1 & {{20{idata[31]}}, idata[31:20]};
                                    default: begin
                                        wdata = 0;
                                        dwe = 0;
                                        we =0;
                                    end
                                endcase
                            end
                            LUI: begin
                                dwdata = 0;
                                dwe = 0;
                                daddr= 0;
                                we =1;
                                wdata= {idata[31:12], 12'b0};
                                new_iaddr=iaddr;
                                flag= 1'b0;
                            end
                            AUIPC: begin
                                dwdata = 0;
                                dwe = 0;
                                daddr= 0;
                                we =1;
                                wdata= iaddr+{idata[31:12], 12'b0};
                                new_iaddr=iaddr;
                                flag= 1'b0;
                            end
                            JAL: begin
                                dwdata = 0;
                                dwe = 0;
                                daddr= 0;
                                we =1;
                                wdata= iaddr+32'd4;
                                new_iaddr=iaddr+{{12{imm[6]}}, rs1, funct3, rs2[0], imm[5:0], rs2[4:1], 1'b0};
                                flag= 1'b1;
                            end
                            JALR: begin
                                case(funct3)
                                    3'b000: begin
                                        dwdata = 0;
                                        dwe = 0;
                                        daddr= 0;
                                        we =1;
                                        wdata= iaddr+32'd4;
                                        new_iaddr = (rv1+ {{20{imm[6]}}, imm, rs2}) & 32'b11111111111111111111111111111110;
                                        flag= 1'b1;
                                    end
                                    default: begin
                                        dwdata = 0;
                                        dwe = 0;
                                        daddr= 0;
                                        we =0;
                                        wdata= 0;
                                        new_iaddr = iaddr+32'd4;
                                        flag= 1'b0;
                                    end
                                endcase
                            end
                            BRANCH: begin
                                dwdata = 0;
                                dwe = 0;
                                daddr= 0;
                                we =0;
                                wdata=0;
                                flag= 1'b1;
                                case(funct3)
                                    3'b000: begin
                                        if(rv1==rv2) new_iaddr=iaddr+ {{20{imm[6]}}, rd[0], imm[5:0], rd[4:1], 1'b0};
                                        else new_iaddr= iaddr+32'd4;
                                    end
                                    3'b001: begin
                                        if(rv1!=rv2) new_iaddr=iaddr+ {{20{imm[6]}}, rd[0], imm[5:0], rd[4:1], 1'b0};
                                        else new_iaddr= iaddr+32'd4;
                                    end
                                    3'b100: begin
                                        if($signed(rv1)<$signed(rv2)) new_iaddr=iaddr+ {{20{imm[6]}}, rd[0], imm[5:0], rd[4:1], 1'b0};
                                        else new_iaddr= iaddr+32'd4;
                                    end
                                    3'b101: begin
                                        if($signed(rv1)>=$signed(rv2)) new_iaddr=iaddr+ {{20{imm[6]}}, rd[0], imm[5:0], rd[4:1], 1'b0};
                                        else new_iaddr= iaddr+32'd4;
                                    end
                                    3'b110: begin
                                        if($unsigned(rv1)<$unsigned(rv2)) new_iaddr=iaddr+ {{20{imm[6]}}, rd[0], imm[5:0], rd[4:1], 1'b0};
                                        else new_iaddr= iaddr+32'd4;
                                    end
                                    3'b111:  begin
                                        if($unsigned(rv1)>=$unsigned(rv2)) new_iaddr=iaddr+ {{20{imm[6]}}, rd[0], imm[5:0], rd[4:1], 1'b0};
                                        else new_iaddr= iaddr+32'd4;
                                    end
                                    default: new_iaddr= iaddr+32'd4;
                                endcase
                            end
                            default: begin
                                dwdata = 0;
                                dwe = 0;
                                daddr= 0;
                                we =0;
                                wdata=0;
                                flag= 1'b0;
                                new_iaddr= iaddr;
                            end
                        endcase
                end
            end
endmodule
==> ./run.sh <==
#!/bin/bash
# OpenROAD 26Q1-2900-gdf79404cd8, Yosys 0.63+post, stock flow scripts
make -C /OpenROAD-flow-scripts/flow DESIGN_CONFIG=/design/flow/config.mk WORK_HOME=/design/flow/orfs finish
==> flow_summary.ini <==
; implementation run metrics
[global_routing]
grt_max_degree = 112
grt_pass1_vias = 67542
grt_overflow = 0
grt_antenna_before_repair = 47
grt_usage_pct = 43.8
grt_pass1_wl_um = 663000

[setup_path]
crit_top_cell = a21oi_1
cp_top_family = buffers and inverters
crit_slowest_cell = buf_4
slowest_delay_ns = 0.73
path_cells = buf_8 > buf_4 > buf_12 > buf_4 > mux4_2 > a22o_1 > nor3_4 > buf_4 > ha_1 > a21oi_1 > o21bai_1 > a21oi_1 > o21ai_0 > o21bai_1 > a21boi_0 > a21oi_1 > a21oi_1 > clkdlybuf4s50_1
cp-end-kind = primary output
reg2reg_depth = 20
critPathKind = input port to primary output
worstPathMaxFanout = 75
start_kind = input port
cp_data_arrival_time_ns = 10.44
worstPathRequired_ns = 14.00
cp_num_cells = 18
crit_buf_inv = 6

[power_and_ir_drop]
clockPowerShare_pct = 38.7
seqPwrFrac_pct = 40.1
ir_worst_vdd_v = 0.0000837
leakagePower_uw = 0.0304
p_switching_uw = 2190
p_comb_share_pct = 21.2
p_int_uw = 4640
switching_share_pct = 32.1
cellPowerDensity_nw_per_um2 = 73.2

[synthesis]
edf_count = 1024
synthDistinctLibCells = 118
synth-seq-cells = 1055
ys_seq_share_pct = 43.7
synth_area_per_cell_sq_um = 11.9
yosysWarnings = 2
netlist_area_sq_um = 71800
synth_top_flop_cell = edfxtp_1
synthCells = 6029
ys_cells = 6029
synth_chip_area_sq_um = 71800
async_reset_ff_share_pct = 0

[outcome]
status = complete, no violations

[clock_network]
post_cts_resized = 0
cts_made_buffers = 119
tritoncts = built
ctsHoldBuffers = 0
clkLatencyLatePin_ns = 0.85
cts_setup_buffers = 0
clk_pin_slew_ns = 0.07
cts_root_buffer = clkbuf_16
clock_path_buffers = 3
h-tree-depth = 3
clock_sinks = 1055

[worst_hold_path]
whs_path_depth = 2
holdCritPathClass = flip-flop to flip-flop

[routing]
drt_iter0_drc = 7869
drc = 0
num_vias = 67586
final_antenna_net_count = 0
dr.pass1.iters = 24
vias_per_cell = 6.40
wirelength_um = 511000
routedWlPerCell_um = 48.4

[finish]
fillCellCount = 22321
layout-drive-gt1-share_pct = 17.3
stdcell_count = 10563
synthToLayoutAreaGrowth_pct = 29.9

[floorplanning]
chipHeight_um = 491
die_x_um = 491
core_util_floorplan_pct = 30.2
row_count = 179
io_pins = 1190
coreArea_sq_um = 238000
die-area_sq_um = 241000

[final_timing]
tns_ns = 0
post-route-min-period_ns = 13.94
setup_viol = 0
skew_ns = 0.0888
final-max-slew-violation-count = 0
rsz0062_at_grt = no
relSlewSlack_pct = 12.8
tightest_slew_ns = 1.30
hold_viol = 0
period_used_pct = 79.7
max_freq_ghz = 0.0717

[run]
maxCapViolations = 0
tool_warnings = 185

[placed_design]
gp_congestion = 1.11
dp_cells = 10323
port_buffers = 1188
post-dp-hpwl_um = 399000
-- cells by family (layout without fill, tap and decap cells) --
group	Yosys count	count (layout)	synth area share (%)
AND-OR/OR-AND	1555	1555	14.5
XOR/XNOR	162	162	1.99
adder cells (fa/ha/maj)	286	286	5.05
buffers and inverters	626	1975	3.87
flip-flops	1055	1055	43.7
multiplexers	987	987	22.1
other	1	19	0.00522
AND/OR/NAND/NOR	1357	1357	8.81
-- Yosys cell counts, drive strengths merged, types with 30 or more instances --
cell type	instances	share of area (%)
xnor2	112	1.4
nand4	43	0.40
mux2	45	0.71
and3	30	0.26
nand2b	32	0.28
a22oi	205	2.1
a31oi	61	0.53
o21ai	292	2.1
mux4	468	15
a211oi	52	0.55
o22ai	48	0.44
mux2i	474	6.7
nor3	77	0.61
nand2	458	2.4
ha	279	4.9
o21a	36	0.38
inv	181	0.95
o211ai	55	0.57
nand3	133	0.97
o21bai	43	0.45
a221oi	76	1.0
xor2	50	0.61
dfxtp	31	0.86
a21o	46	0.48
nor2	406	2.1
buf	185	1.6
edfxtp	1024	43
a21oi	385	2.7
clkbuf	254	1.3
-- layout by cell type, fill, tap and decap left out, types with 24 or more instances in the layout --
cell / netlist / layout
clkdlybuf4s50_1: 0 / 1176
edfxtp_1: 1024 / 1024
mux4_2: 468 / 468
mux2i_1: 464 / 461
nand2_1: 458 / 456
a21oi_1: 385 / 384
buf_4: 28 / 377
nor2_1: 405 / 361
ha_1: 279 / 279
o21ai_0: 280 / 276
a22oi_1: 204 / 203
inv_1: 179 / 175
nand3_1: 130 / 128
clkbuf_16: 0 / 120
xnor2_1: 111 / 111
nor3_1: 67 / 66
a221oi_1: 66 / 65
a31oi_1: 61 / 55
o211ai_1: 55 / 55
xor2_1: 50 / 50
a211oi_1: 51 / 50
a21o_1: 46 / 46
o22ai_1: 46 / 45
mux2_2: 43 / 43
nand4_1: 42 / 42
o21bai_1: 42 / 42
nor2_4: 1 / 37
o21a_1: 36 / 36
nand2b_1: 32 / 32
dfxtp_1: 31 / 31
and3_1: 30 / 30
or3_1: 29 / 29
a22o_1: 28 / 28
o221ai_1: 29 / 25
and2_1: 25 / 24
o31ai_1: 27 / 24
-- layer usage --
layer	track usage [%]	part of all wire, %	vias up
met1	50.1	33	34031
met2	60.3	42	5854
met5	3.71	0.22	-
met3	25.7	15	1228
li1	-	-	26431
met4	32.5	9.7	42
-- worst min-delay path: stages, from the launching register on --
cell and delay [ns]:
dfxtp_1 0.41, nor3_1 0.08, nor3_1 0.11
-- registers in the layout, indices dropped and copies added (netlist names) --
signal,cells
iaddr,31
rf.internalRegisters,1024
-- final timing paths --
kind | end | slack [ns] | from
worst min-delay path | iaddr[1] | 0.64 | iaddr[1]
worst min register to register | iaddr[1] | 0.64 | iaddr[1]
worst max-delay path | daddr[31] | 3.56 | idata[16]
worst max register to register | rf.internalRegisters[3][31] | 9.60 | rf.internalRegisters[3][1]
-- stage by stage --
step           util, %  setup slack (ns)  hold slack (ns)  total power (uW)  area [sq um]
2_1_floorplan        -              6.05            0.548              3550         71800
4_1_cts           39.2              3.78            0.651              6780         93200
6_report          39.2              3.56            0.644              6830         93300
5_1_grt           39.2              3.46            0.730              6950         93300
3_5_place_dp      37.5              3.80            0.636              4180         89200
3_3_place_gp      37.5              3.82            0.637              4190         89200
-- power groups by stage --
stage                 registers (uW)  logic (uW)  clock network [uW]
after CTS                       2740        1390                2650
after global routing            2740        1480                2730
final                           2740        1450                2640
-- final cells by class --
| type | instances | area [sq um] | share of cell area, % |
|---|---|---|---|
| inverters | 187 | 708 | 0.759 |
| well taps | 3167 | 3960 | 4.25 |
| diodes | 18 | 45.0 | 0.0483 |
| flip-flops and latches | 1055 | 31400 | 33.6 |
| clock buffers | 135 | 3060 | 3.28 |
| repair buffers | 1566 | 14800 | 15.8 |
| clock inverters | 87 | 1000 | 1.07 |
| multi-input cells | 4348 | 38400 | 41.1 |
Power is estimated from default activity; no workload was simulated.
